<file path="flow/config.mk">
export PLATFORM = sky130hd
export DESIGN_NAME = PWM_generator
export DESIGN_NICKNAME = PWM_generator
export VERILOG_FILES = /design/flow/design.v
export SDC_FILE = /design/flow/constraint.sdc
export NUM_CORES = 4
export LEC_CHECK = 1
export CORE_AREA = 10 10 70 70
export DIE_AREA = 0 0 80 80
</file>
<file path="flow/constraint.sdc">
current_design PWM_generator

set clk_period 2.7
set clk_io_pct 0.2

create_clock -name clk0 -period $clk_period [get_ports {clk}]

set non_clock_inputs [all_inputs -no_clocks]
set_input_delay [expr $clk_period * $clk_io_pct] -clock clk0 $non_clock_inputs
set_output_delay [expr $clk_period * $clk_io_pct] -clock clk0 [all_outputs]
</file>
<file path="flow/design.v">
module PWM_generator (PWM_ontime, PWM_out , clk , reset);
input clk, reset;  
input [7:0] PWM_ontime;  
output reg PWM_out;  
wire [7:0] counter_out;  
always @ (posedge clk)
begin
if (PWM_ontime > counter_out)
  PWM_out <= 1;
else
  PWM_out <= 0;
end
counter counter_inst(
.clk (clk),
.counter_out (counter_out),
.reset(reset)
);
endmodule
module counter(counter_out,clk,reset);
output [7:0] counter_out;
input clk, reset;
reg [7:0] counter_out;
always @(posedge clk)
if (reset)
  counter_out <= 8'b0;
else
  counter_out <= counter_out + 1;
endmodule
</file>
<file path="flow/run.sh">
#!/bin/bash
# OpenROAD 26Q1-2900-gdf79404cd8, Yosys 0.63+post, stock flow scripts
make -C /OpenROAD-flow-scripts/flow DESIGN_CONFIG=/design/flow/config.mk WORK_HOME=/design/flow/orfs finish
</file>
==> impl_metrics.toml <==
# generated from flow reports
[run_status]
status = "finished, final reports clean"

[worst_setup_path]
crit_required_ps = 2850
regToRegEndpoint = "PWM_out"
crit_path_end_kind = "flip-flop"
timing.rr.start = "counter_inst.counter_out[5]"
r2r_slack_ps = 1270
cp_max_fo = 2
cp-start-kind = "input port"
crit_type = "in2reg"
ff2ff_path_depth = 5
worstPathArrival_ps = 1830

[sta]
max_freq_mhz = 597
maxSlewViolCount = 0
setup_tns_ps = 0
worstMarginPinSlew_ps = 268
relSlewSlack_pct = 82.1
period_used_pct = 62.1
finalCriticalPeriod_ps = 1680
finalSetupViolCount = 0
hold_violations = 0
hold_ws_ps = 503
fin_worst_skew_ps = 7.04
rsz0062_at_grt = "false"

[clocking]
ctsRootBufferMaster = "clkbuf_4"
clkSinkCount = 9
cts_resized = 0
clkLatencyLatePin_ps = 260
clk_path_buf_depth = 2
cts_buffers = 3
htree_levels = 1
cts_setup_buffers = 0
tritoncts = "done"
cts_hold_buf = 0
clk_pin_slew_ps = 60

[hold_path]
min-delay-start = "counter_inst.counter_out[0]"
worstHoldPathCells = 1
min_to = "counter_inst.counter_out[0]"
worstHoldPathType = "reg2reg"

[global_route]
antenna_found_initial = 0
gr-usage-all-layers_pct = 3.12
grt_max_degree = 9
gr-total-overflow = 0
grt_pass1_vias = 380
grt_pass1_wl_mm = 1.61

[power]
p_leak_uw = 0.000270
power.density_mw_per_mm2 = 397
vdd_ir_drop_max_v = 0.0000935
total_power_uw = 286

[logic_synthesis]
synth_seq_share_pct = 33.4
syn-instance-count = 58
synthesis.area_um2 = 539
synth_flop_count = 9
synth_chip_area_um2 = 539
ys_warn_count = 2
netlist-cell-type-count = 21
syn_avg_cell_area_um2 = 9.30
ys_cells = 58

[route]
drt_wl_total_mm = 1.03
dr_wl_met3_um = 79
drtIter0Drc = 6
wl_per_cell_um = 8.84
route.met2.wl_um = 461
m1WireLength_um = 480
ant_nets = 0
viasPerCell = 3.55
vias = 415
top_layer = "met4"
antenna_cells = 0
drc = 0
first_pass_iters = 2

[placement]
hpwl_um = 870
io_buffers = 10
globalplace.congestion = 0.790
dp_cells = 113

[floorplan]
die_h_um = 80
num_rows = 21
core_area_mm2 = 0.00342
floorplan.core_util_pct = 15.8
die_w_um = 80
dieArea_mm2 = 0.00640
io_pins = 11

[cells_and_area]
finalNonFillerCells = 117
area_growth_pct = 33.4
drive_gt1_share_pct = 7.04

[run]
max_cap_viol_count = 0
warnings = 25
-- report_power, final --
part | switching [µW] | internal [µW] | leakage (µW)
logic | 14.9 | 26.5 | 0.000181
registers | 5.54 | 138 | 0.0000735
clock network | 44.1 | 56.8 | 0.0000150
total | 64.6 | 221 | 0.000270
-- final cells by class --
class | instances | area (µm²)
Fill cell | 386 | 2700
Tap cell | 46 | 57.6
Timing Repair Buffer | 10 | 100
Sequential cell | 9 | 180
Clock buffer | 4 | 26.3
Multi-Input combinational cell | 40 | 325
Inverter | 8 | 30.0
-- cell usage after synthesis, drive strengths merged --
| master | number | area, µm² |
|---|---|---|
| o21ai | 3 | 15.0 |
| nand2 | 1 | 3.75 |
| clkbuf | 1 | 3.75 |
| or3 | 1 | 6.26 |
| ha | 9 | 113 |
| xnor2 | 5 | 43.8 |
| nor2 | 7 | 26.3 |
| a21oi | 2 | 10.0 |
| a21boi | 1 | 7.51 |
| and2 | 1 | 6.26 |
| dfxtp | 9 | 180 |
| nand4 | 1 | 6.26 |
| inv | 8 | 30.0 |
| and4 | 1 | 8.76 |
| nor4 | 1 | 21.3 |
| and3 | 1 | 6.26 |
| o31a | 1 | 8.76 |
| nand3 | 2 | 22.5 |
| a211oi | 1 | 7.51 |
| nor2b | 2 | 12.5 |
-- cells in the final DEF (no fill, tap or decap) --
master,synthesis,routed
and4_1,1,1
nand4_1,1,1
clkbuf_4,0,3
nand3_4,1,1
nor4_4,1,1
nand3_1,1,1
nand2_1,1,1
a21boi_0,1,1
or3_1,1,1
clkbuf_1,1,1
dfxtp_1,9,9
o21ai_0,3,3
and3_1,1,1
a21oi_1,2,2
and2_1,1,1
nor2_1,7,7
a211oi_1,1,1
ha_1,9,9
nor2b_1,2,2
inv_1,8,8
o31a_1,1,1
clkdlybuf4s50_1,0,10
xnor2_1,5,5
-- sequential cells by signal, summed over array words and instances, names as in the netlist --
signal,count
PWM_out,1
counter_inst.counter_out,8
-- layer usage --
layer | vias up | GRT usage (%)
li1 | 224 | -
met1 | 184 | 3.91
met2 | 5 | 4.49
met3 | 2 | 1.70
met4 | 0 | 0.880
met5 | - | 0
-- worst max-delay path, stage by stage --
cell             delay [ps]
clkdlybuf4s50_1         410
ha_1                    300
nor2b_1                 130
o21ai_0                 120
a21boi_0                100
o31a_1                  230
-- cells by family (layout without fill, tap and decap cells) --
family                   after synthesis  after routing  share of synthesized area, %
XOR/XNOR                               5              5                          8.12
adder cells (fa/ha/maj)                9              9                          20.9
flip-flops                             9              9                          33.4
AND/OR/NAND/NOR                       18             18                          22.3
buffers and inverters                  9             22                          6.26
AND-OR/OR-AND                          8              8                          9.05
-- worst max-delay path by stage --
stage,end,startpoint
4_1_cts,PWM_out,PWM_ontime[1]
5_1_grt,PWM_out,PWM_ontime[1]
6_report,PWM_out,PWM_ontime[1]
-- through the flow --
stage	util (%)	area (µm²)	setup WS, ps
2_1_floorplan	-	539	1220
3_3_place_gp	20.3	693	759
3_5_place_dp	20.3	693	743
4_1_cts	21.1	719	1010
5_1_grt	21.1	719	941
6_report	21.1	719	1020
Power and IR drop assume default switching activity.
