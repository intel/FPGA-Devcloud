### ./design.v
module reg32 (clk, resetn, D, byteenable, Q);
input clk, resetn;
input [3:0] byteenable;
input [31:0] D;
output reg [31:0] Q;
always @(posedge clk)
if (!resetn)
  Q <= 32'b0;
else
begin
	if (byteenable[0]) Q[7:0] <= D[7:0];
	if (byteenable[1]) Q[15:8] <= D[15:8];
	if (byteenable[2]) Q[23:16] <= D[23:16];
	if (byteenable[3]) Q[31:24] <= D[31:24];
end
endmodule
module reg32_avalon_interface (clk, resetn, writedata, readdata, write, read,
byteenable, chipselect, Q_export);
input clk, resetn, read, write, chipselect;
input [3:0] byteenable;
input [31:0] writedata;
output [31:0] readdata;
output [31:0] Q_export;
wire [3:0] local_byteenable;
wire [31:0] to_reg, from_reg;
assign to_reg = writedata;
assign local_byteenable = (chipselect & write) ? byteenable : 4'd0;
reg32 U1 ( .clk(clk), .resetn(resetn), .D(to_reg),
.byteenable(local_byteenable), .Q(from_reg) );
assign readdata = from_reg;
assign Q_export = from_reg;
endmodule
### ./run.sh
#!/bin/bash
# OpenROAD 26Q1-2900-gdf79404cd8, Yosys 0.63+post, stock flow scripts
make -C /OpenROAD-flow-scripts/flow DESIGN_CONFIG=/design/flow/config.mk WORK_HOME=/design/flow/orfs finish
### ./config.mk
export PLATFORM = sky130hd
export DESIGN_NAME = reg32_avalon_interface
export DESIGN_NICKNAME = reg32_avalon_interface
export VERILOG_FILES = /design/flow/design.v
export SDC_FILE = /design/flow/constraint.sdc
export NUM_CORES = 4
export LEC_CHECK = 1
export CORE_AREA = 10 10 110 110
export DIE_AREA = 0 0 120 120
### ./constraint.sdc
current_design reg32_avalon_interface

set clk_period 1.6
set clk_io_pct 0.2

create_clock -name clk0 -period $clk_period [get_ports {clk}]

set non_clock_inputs [all_inputs -no_clocks]
set_input_delay [expr $clk_period * $clk_io_pct] -clock clk0 $non_clock_inputs
set_output_delay [expr $clk_period * $clk_io_pct] -clock clk0 [all_outputs]
==> qor.log <==
[final_timing] final worst setup slack 144.6 ps
[clocking] hold-fix buffers at CTS 0
[synth] flip-flops with a built-in enable 0
[synth] post-synthesis cell type with the largest combined area dfxtp_1
[floorplan] count of boundary I/O pins 105
[final_timing] Final Slew Violations 0
[clocking] CTS max path bufs 2
[layout] Largest regs U1.Q x32
[floorplan] DIE WIDTH 120 um
[grt] largest net degree at the start of global routing 27
[layout] area grow syn2layout 68.64%
[drt] highest metal layer with signal wires met4
[power_and_ir_drop] static leakage power 0.9489 nW
[final_timing] slew of the pin with the lowest slew margin 355.3 ps
[setup_path] CP max-delay cell clkdlybuf4s50_1
[drt] drt total wl 4827 um
[final_timing] period utilization 90.96%
[setup_path] slack of the worst reg-to-reg path 990 ps
[floorplan] DIE HEIGHT 120 um
[setup_path] CP Cell Sequence clkdlybuf4s50_1
[final_timing] shortest period the worst path allows 1455 ps
[drt] DRC errors left 0
[drt] number of design-rule violations left by the first detailed-router iteration 89
[synth] post-synthesis chip area from yosys 1560 um2
[setup_path] launch point of the worst path U1.Q[31]$_SDFFE_PN0P_
[final_timing] worst hold slack 464.5 ps
[setup_path] kind of capture point of the worst setup path output port
[power_and_ir_drop] maximum ir drop on the vdd rail 0.2388 mV
[synth] Gate Count Post-Synth 175
[drt] ANT cells 0
[final_timing] timing-limited maximum frequency 687.1 MHz
[grt] first-pass GRT wire length 7569 um
[synth] most popular library cell in the synthesized design by count nand2_1
[synth] number of distinct standard cells referenced by the synthesized netlist 8
[synth] post-synthesis cell count from yosys 175
[synth] Area contributors post-synth dfxtp_1 41%, mux2i_1 21%, buf_4 16%
[clocking] CTS-repair resized insts 0
[drt] average vias per placed instance 3.413
[final_timing] accumulated negative setup slack 0 ps
[grt] number of antenna violations at the first check in global routing 0
[layout] flip-flop count of the largest register after layout 32
[floorplan] chip area 14400 um2
[clocking] clock root buffer clkbuf_8
[setup_path] CP Max Fanout 3
[synth] async set-or-reset flop fraction in the synthesized netlist 0%
[drt] met1 WL 1926 um
[setup_path] kind of start point of the critical path flip-flop
[final_timing] setup repair after global routing missed its margin false
[clocking] latest clock arrival within the worst-skew pair 280 ps
[clocking] post-CTS setup buffer count 0
[setup_path] launch instance of the worst register-to-register path U1.Q[31]$_SDFFE_PN0P_
[job] OpenROAD warnings 26
[setup_path] Crit Path Category reg2out
[final_timing] clock skew after layout 0 ps
[placement] routability-driven placement congestion ratio 0.7036
[run_status] outcome complete, no violations
[worst_hold_path] path type of the worst min-delay path in2reg
[setup_path] Req. time, crit path 1280 ps
[final_timing] final hold vios 0
[setup_path] largest incremental delay on the critical path 490 ps
[clocking] CTS sink cnt 32
[drt] metal3 WL 428 um
[clocking] clock tree from TritonCTS yes
[placement] Placement Setup Slack 94.42 ps
[job] max_cap viols 0
[grt] global router's overall resource usage 6.491%
[setup_path] family with the most delay on the worst path buffers and inverters
[layout] fraction of final layout cells with drive strength greater than 1 6.000%
[placement] count of input and output buffers 103
[setup_path] worst endpoint data arrival time 1140 ps
[layout] share of the core filled with cells 26.92%
[power_and_ir_drop] pwr dens 664.4 nW/um2
[clocking] H-tree levels 2
[final_timing] Final setup violation count 0
[worst_hold_path] hold path startpoint resetn
[setup_path] worst reg-to-reg path cell count 2
[drt] post-DR wirelength/cell 12.60 um
[floorplan] placeable core region 9774 um2
[floorplan] standard-cell row count 36
[final_timing] Rel. slew slack 76.31%
[drt] antenna-violating nets left 0
[synth] Ys Warns 1
[layout] # fillers 1023
[synth] synthesized area divided by synthesized cell count 8.916 um2
[drt] detailed route wirelength on metal2 2416 um
[synth] share of synthesized area occupied by flip-flops and latches 41.06%
[layout] register with the highest flop count U1.Q
[synth] top cell type's share of synthesized area 41.06%
[placement] sum of net half-perimeters after detailed placement 3879 um
[setup_path] number of buffer and inverter stages on the critical path 1
[grt] number of global-route vias before repair 1363
[synth] total standard cell area after synthesis 1560 um2
[drt] total via count in the routed design 1307
[setup_path] end of the worst register-to-register path U1.Q[31]$_SDFFE_PN0P_
[grt] leftover overflow at the end of global routing 0
[synth] Yosys reg bits 32
[worst_hold_path] number of cells on the worst hold path 3
[floorplan] Initial Util 15.96%
[clocking] clock slew seen by the registers of the worst setup and hold paths 70 ps
[worst_hold_path] endpoint of the worst hold-timing path U1.Q[24]$_SDFFE_PN0P_
[synth] Top FF cell, synth dfxtp_1
[synth] leading post-synthesis cells by instance count 64 x nand2_1, 34 x buf_4, 32 x dfxtp_1, 32 x mux2i_1, 5 x buf_6
[clocking] clock buffers created by TritonCTS 5
[drt] first-pass iteration count of the detailed router 2
==> layout by cell type, fill, tap and decap left out <==
cell and count:
clkbuf_8 5, dfxtp_1 32, buf_4 2, clkdlybuf4s50_1 102
clkinv_2 1, and3_1 4, buf_2 1, clkbuf_1 1
nand2_1 64, mux2i_1 32, buf_12 6
==> cell families after synthesis <==
group | after synthesis | share of synthesized area, %
DFF | 32 | 41.06
buffers and inverters | 43 | 21.41
and+or+nand+nor | 68 | 17.00
muxes | 32 | 20.53
==> tightest hold or removal path: cells and delay by family <==
kind / cells / cell delay (ps)
buffers and inverters: 1 / 220
multiplexers: 1 / 50
AND/OR/NAND/NOR: 1 / 110
==> per-stage QoR <==
| stage | cell area, um2 | cells | power [mW] |
|---|---|---|---|
| 5_1_grt | 2631 | 383 | 1.866 |
| 2_1_floorplan | 1560 | 175 | 0.9794 |
| 4_1_cts | 2631 | 383 | 1.807 |
| 6_report | 2631 | 383 | 1.748 |
| 3_5_place_dp | 2554 | 376 | 1.183 |
| 3_3_place_gp | 2554 | 376 | 1.179 |
==> per-layer routing <==
metal / GRT usage (%) / vias up
li1: - / 671
met1: 7.549 / 580
met2: 11.14 / 54
met3: 2.665 / 2
met4: 1.056 / 0
met5: 0 / -
==> layout make-up <==
class | count | area [um2] | area share [%]
clock buffers | 6 | 72.57 | 2.758
clock inverters | 1 | 5.005 | 0.1902
multi-input cells | 100 | 585.6 | 22.25
flip-flops and latches | 32 | 640.6 | 24.35
well taps | 133 | 166.4 | 6.324
repair buffers | 111 | 1161 | 44.13
==> where the power goes <==
part | switching [mW] | total [mW] | leakage [nW] | internal [mW]
Sequential | 0.0204 | 0.845 | 0.260 | 0.825
Clock | 0.296 | 0.591 | 0.0410 | 0.296
Combinational | 0.0857 | 0.312 | 0.648 | 0.226
Total | 0.402 | 1.75 | 0.949 | 1.35
==> how the worst max path moves through the flow <==
stage     cells after the start  slack (ps)            to
4_1_cts                       1         120  Q_export[31]
5_1_grt                       1          60   Q_export[6]
6_report                      1         140  readdata[31]
Power is estimated from default activity; no workload was simulated.
